===== flow/design.v =====
module alarm_clock(input CLK_2Hz, reset, time_set, alarm_set,sethrs1min0, run, activatealarm, alarmreset,setbutton,
output logic [7:0] sec, min, hrs, sec_alrm, min_alrm, hrs_alrm, output logic alrm);
logic CLK_1Hz, hr_eq, sec_eq, min_eq, alarmequal, set_enable, run_enable, set, runner;
logic [7:0] sec_set;
fdivby2 F2by1 (CLK_2Hz, reset, CLK_1Hz);
timer alarmset (reset, CLK_1Hz, CLK_2Hz, set_enable, setbutton, set, sethrs1min0, sec_set, min_alrm, hrs_alrm);
timer alarmrun (reset, CLK_1Hz, CLK_2Hz, run_enable, setbutton, runner, sethrs1min0, sec, min, hrs);
assign sec_alrm = 8'b0; 
assign sec_eq = (sec == sec_alrm) ? 1'b1:1'b0; 
assign min_eq = (min == min_alrm) ? 1'b1:1'b0;
assign hr_eq = (hrs == hrs_alrm) ? 1'b1:1'b0;
assign alarmequal = sec_eq&min_eq&hr_eq;
equaltimes eq1 (reset|~alarmreset, alarmequal, activatealarm, alrm);
always_comb begin
	run_enable=1'b0; runner=1'b0; set_enable=1'b0; set=1'b0;
	if (run & ~(time_set|alarm_set)) begin 
		run_enable =1'b1; runner=1'b1;
		set_enable=1'b0;
	end 
	else if (alarm_set & ~time_set &~run) begin
		set_enable=1'b1; set=1'b0; run_enable=1'b0;
	end
	else if (time_set & ~alarm_set &~run) begin
		set_enable=1'b0; runner=1'b0; run_enable=1'b1;
	end
	else begin 
	run_enable=1'b0; set_enable=1'b0;
	end
end	
endmodule
`timescale 1ns/1ps 
module alarm_clocktb();
logic CLK_2Hz, reset,time_set, alarm_set,sethrs1min0, run, activatealarm, alarmreset, setbutton;
logic [7:0] sec, min, hrs, sec_alrm, min_alrm, hrs_alrm; 
logic alrm;
alarm_clock A1 (CLK_2Hz, reset, time_set, alarm_set,sethrs1min0, run, activatealarm, alarmreset, setbutton,
sec, min, hrs, sec_alrm, min_alrm, hrs_alrm, alrm);
initial begin
	CLK_2Hz = 1'b0; reset = 1'b1; time_set = 1'b0; alarm_set = 1'b0; sethrs1min0 = 1'b0; run= 1'b0; activatealarm = 1'b0; alarmreset = 1'b1; setbutton = 1'b1; #5;
	reset = 1'b0; CLK_2Hz = 1'b1; #5;
	$display("Display: %b : %b : %b", hrs, min, sec);
	alarm_set = 1'b1; setbutton = 1'b0; CLK_2Hz = 1'b0; #5;
	repeat (22) begin
		CLK_2Hz = 1'b1; #5;
		CLK_2Hz = 1'b0; #5;
	end
	$display("Alarm Display: %d : %d : %d", hrs_alrm, min_alrm, sec_alrm);
	setbutton = 1'b1; CLK_2Hz = 1'b1; #5;
	sethrs1min0 = 1'b1; setbutton = 1'b0; CLK_2Hz = 1'b0; #5;
	repeat (7) begin
		CLK_2Hz = 1'b1; #5;
		CLK_2Hz = 1'b0; #5;
	end
	$display("Alarm Display: %d : %d : %d", hrs_alrm, min_alrm, sec_alrm);
	setbutton = 1'b1; CLK_2Hz = 1'b1; #5;
	sethrs1min0 = 1'b0; time_set = 1'b1; alarm_set = 1'b0; setbutton = 1'b0; CLK_2Hz = 1'b0; #5;
	repeat (21) begin
		CLK_2Hz = 1'b1; #5;
		CLK_2Hz = 1'b0; #5;
	end
	$display("Time Display: %d : %d : %d", hrs, min, sec);
	setbutton = 1'b1; CLK_2Hz = 1'b1; #5;
	sethrs1min0 = 1'b1; setbutton = 1'b0; CLK_2Hz = 1'b0; #5;
	repeat (7) begin
		CLK_2Hz = 1'b1; #5;
		CLK_2Hz = 1'b0; #5;
	end
	$display("Time Display: %d : %d : %d", hrs, min, sec);
	setbutton = 1'b1; time_set = 1'b0; activatealarm = 1'b1; CLK_2Hz = 1'b1; #5;
	run = 1'b1; CLK_2Hz = 1'b0; #5;
	repeat (123) begin
		CLK_2Hz = 1'b1; #5;
		CLK_2Hz = 1'b0; #5;
	$display("Time Display: %d : %d : %d, Alarm = %d", hrs, min, sec, alrm);
	end
	alarmreset = 1'b0; CLK_2Hz = 1'b0; #5;
	CLK_2Hz = 1'b1; #5;
	$display("Time Display: %d : %d : %d, Alarm = %d", hrs, min, sec, alrm);
	alarmreset = 1'b1;
	repeat (123) begin
		CLK_2Hz = 1'b1; #5;
		CLK_2Hz = 1'b0; #5;
	$display("Time Display: %d : %d : %d, Alarm = %d", hrs, min, sec, alrm);
	end
$display(" %0t",$realtime);
end 
endmodule
module equaltimes (input reset, deter_alarm, activate_alarm, output logic alrm);
always_comb begin 
	alrm = 1'b0; 
	if (reset) begin 
	  alrm <= 1'b0; 
	end
	else if (activate_alarm == 1'b1 & deter_alarm == 1'b1) begin 
	  alrm <= 1'b1; 
	end
end
endmodule 
module alarm_clock_pv(input CLK,SW5,SW4,SW3,SW2,SW1,SW0,KEY1,KEY0,
output logic [6:0] SEC_LSD, SEC_MSD, MIN_LSD,
MIN_MSD, HR_LSD, HR_MSD, output logic LED7,LED5,LED4,LED3,LED2,LED1,LED0);
logic clk_2hz, alrm,alarmlight; 
logic [7:0] sec, min, hrs, sec_alrm, min_alrm, hrs_alrm, sech,secl,minh,minl,hrsh,hrsl,SHI,SLO,MHI,MLO,HHI,HLO;
logic [7:0] message [5:0];
logic [24:0] maxval, pmcounter;
assign maxval = 24'b101111101011110000011111;
pmcntr #(24) p1(CLK, SW0, maxval, pmcounter, clk_2hz);
assign LED0=SW0; assign LED1=SW1; assign LED2=SW2; assign LED3=SW3;assign LED4=SW4;assign LED5=SW5; assign LED7 = alarmlight;
alarm_clock alarm1 (clk_2hz, SW0, SW2,SW1,SW3,SW5,SW4,KEY0,KEY1, sec, min, hrs, sec_alrm, min_alrm, hrs_alrm, alrm);
Timedisplaymsb t1 (sec, sech, secl);
Timedisplaymsb t2 (min, minh, minl);
Timedisplaymsb t3 (hrs, hrsh, hrsl);
Timedisplaymsb t4 (sec_alrm, SHI, SLO);
Timedisplaymsb t5 (min_alrm, MHI, MLO);
Timedisplaymsb t6 (hrs_alrm, HHI, HLO);
Dec27Seg d1 (message[0], SEC_LSD);
Dec27Seg d2 (message[1], SEC_MSD);
Dec27Seg d3 (message[2], MIN_LSD);
Dec27Seg d4 (message[3], MIN_MSD);
Dec27Seg d5 (message[4], HR_LSD);
Dec27Seg d6 (message[5], HR_MSD);
always_comb begin 
	if (SW1&~(SW5|SW2))begin
		message[0] = SLO; message[1] = SHI; message[2] = MLO; message[3] = MHI;
		message[4] = HLO; message[5] = HHI;
	end
	else if (SW2&~(SW5|SW1))begin
		message[0] = secl; message[1] = sech; message[2] = minl; message[3] = minh;
		message[4] = hrsl; message[5] = hrsh;
	end
	else if (SW5&~(SW1|SW2)) begin
		message[0] = secl; message[1] = sech; message[2] = minl; message[3] = minh;
		message[4] = hrsl; message[5] = hrsh;
	end
	else begin
		message[0] = 8'd0; message[1] = 8'd0; message[2] = 8'd0; message[3] = 8'd0;
		message[4] = 8'd0; message[5] = 8'd0;
	end
end 
always_comb begin
	if (alrm) 
	alarmlight = 1'b1;
	else alarmlight=1'b0;
end
endmodule
module clocktime (input clk, enable, reset, input [7:0] MaxVal, output logic [7:0] Count, output logic clkout);
localparam Zero = 8'd0, One = 8'd1, zero = 1'b0, one = 1'b1;
always_ff @ (posedge clk or posedge reset) begin
	if (reset) begin
		Count <= Zero;
		clkout <= zero;
	end
	else if (enable) begin
		if (Count < MaxVal) begin
			Count <= Count + One;
			clkout <= zero;
		end
		else begin
			Count <= Zero;
			clkout <= one;
		end
	end
end
endmodule
module timer (input reset, onehz, twohz, enable,KEY1, set0_run1, hrs1_min0, output [7:0] Seconds, Minutes, Hours);
logic clk_Min, clk_Hr, enable_Sec,enable_Min,enable_Hour,twoHz;
localparam twentythree = 8'b0010111, fiftynine = 8'b0111011;
clocktime secclock (onehz, enable_Sec, reset, fiftynine, Seconds, Min_in);
clocktime Minclock (clk_Min, enable_Min, reset, fiftynine, Minutes, Hr_in);
clocktime Hourclock (clk_Hr, enable_Hour, reset, twentythree, Hours, Days_in);
always_comb begin
	clk_Min = Min_in;
	clk_Hr = Hr_in;
	enable_Sec = 1'b0;
	enable_Min = 1'b0;
	enable_Hour = 1'b0;
	if (enable) begin
	if (~set0_run1)begin
	  case ({KEY1, hrs1_min0})
		2'b00 : begin 
			clk_Min = twohz;
			clk_Hr = 1'b0;
			enable_Sec = 1'b0; enable_Min = 1'b1; enable_Hour = 1'b0;
			end 
		2'b01 : begin 
			clk_Min = 1'b0;
			clk_Hr = twohz;
			enable_Sec = 1'b0; enable_Min = 1'b0; enable_Hour = 1'b1;
			end
		default : begin 
			enable_Sec = 1'b0; enable_Min = 1'b0; enable_Hour = 1'b0;
			  end
	  endcase
	end
		else if (set0_run1) begin 
			clk_Min = Min_in;
			clk_Hr = Hr_in;
			enable_Sec = 1'b1; enable_Min = 1'b1; enable_Hour = 1'b1;
				end
	end
end
endmodule 
module pmcntr #(parameter siz=5) (input clk, reset,
input [siz-1:0] count_max, output logic [siz-1:0]
count, output logic clkout);
always_ff @ (posedge clk or posedge reset)
	if (reset) begin
	  count <= {siz{1'b0}};
	  clkout <= 1'b0;
	end
	else if (count<count_max)
	  count <= count + {{(siz-1){1'b0}},1'b1};
	else begin
	  count <= {siz{1'b0}};
	  clkout <= ~clkout;
	end
endmodule
module fdivby2 (input clk, reset, output logic clkout);
always_ff @ (posedge clk or posedge reset)
	if (reset)
	  clkout <= 1'b0;
	else
	  clkout <= ~clkout;
endmodule
module Timedisplaymsb (input [7:0] T, output [7:0] Th, Tl);
assign Th = T/8'd10;
assign Tl = T-Th*8'd10;
endmodule 
module Dec27Seg(input [7:0] Decimal, output reg[6:0] HexSeg);
  always_comb begin 
	HexSeg = 7'd0;
	case (Decimal)
	8'h0 : begin 
		HexSeg[6] = 1;
		end 
	8'h1 : begin 
		HexSeg[3]=1;HexSeg[0]=1;HexSeg[4]=1;HexSeg[5]=1;HexSeg[6]=1;
		end
	8'h2 : begin 
		HexSeg[2]=1;HexSeg[5]=1;
		end
	8'h3 : begin 
		HexSeg[4]=1;HexSeg[5]=1;
		end
	8'h4 : begin 
		HexSeg[0]=1;HexSeg[4]=1;HexSeg[3]=1;
		end
	8'h5 : begin 
		HexSeg[1]=1;HexSeg[4]=1;
		end
	8'h6 : begin 
		HexSeg[1]=1;
		end
	8'h7 : begin 
		HexSeg[5]=1;HexSeg[4]=1;HexSeg[6]=1;HexSeg[3]=1;
		end
	8'h8 : begin 
		HexSeg[0]=0;HexSeg[1]=0;HexSeg[2]=0;HexSeg[3]=0;HexSeg[4]=0;HexSeg[5]=0;HexSeg[6]=0;
		end
	8'h9 : begin 
		HexSeg[4]=1;
		end
	endcase 
  end 
endmodule

===== flow/run.sh =====
#!/bin/bash
# OpenROAD 26Q1-2900-gdf79404cd8, Yosys 0.63+post, stock flow scripts
make -C /OpenROAD-flow-scripts/flow DESIGN_CONFIG=/design/flow/config.mk WORK_HOME=/design/flow/orfs finish

===== flow/config.mk =====
export PLATFORM = sky130hd
export DESIGN_NAME = alarm_clock_pv
export DESIGN_NICKNAME = alarm_clock_pv
export VERILOG_FILES = /design/flow/design.v
export SDC_FILE = /design/flow/constraint.sdc
export NUM_CORES = 4
export LEC_CHECK = 1
export CORE_UTILIZATION = 40

===== flow/constraint.sdc =====
current_design alarm_clock_pv

set clk_period 12.9
set clk_io_pct 0.2

create_clock -name clk0 -period $clk_period [get_ports {CLK}]

set non_clock_inputs [all_inputs -no_clocks]
set_input_delay [expr $clk_period * $clk_io_pct] -clock clk0 $non_clock_inputs
set_output_delay [expr $clk_period * $clk_io_pct] -clock clk0 [all_outputs]

==> notes.md <==
impl run done, here's what came out: crit path time final 11.31 ns, I/O pin count between 50 and 60, Rel. slew slack 0.369, Logic area 0.00609 mm², global-route wire length before repair approximately 35 mm, Routed WL 20.7 mm, critical path capture point type primary output, CTS Buf Count 3, max incr delay on CP 0.62 ns, Vias 7,511, Initial DRC Count 525, mux share 0.0437, First-pass DRT Iterations 5, Antenna Nets Post-Route 0, Mean Syn Cell Area roughly 7.7 µm², Tool Warnings 54, P_leak 0.00388 µW, DR WL/cell 15.2 µm, register area share after synthesis 0.206, most frequent cell on the critical path ha_1, Area growth, synth to finish 9.35%, die height 147 µm, f_max 88.4 MHz, total grt overflow 0, clock root buffer master clkbuf_16, main flop type dfrtp_1, synthesis area per yosys 0.00837 mm², fin. max-slew vios 0, post-route DRC violation count 0, # diodes 0, CTS tree done, pwr/cell area roughly 25 mW/mm², # fillers 2,014, Initial Util 0.411, die area 0.0215 mm², Die W roughly 150 µm, ys flops 69, slew of the pin with the lowest slew margin 0.937 ns, Worst Path Arrival 8.73 ns, layout cells sized above 1 0.0486, Crit path max-delay family simple AND/OR/NAND/NOR gates, XORs/XNORs by Area 0.0697, # hold bufs at CTS 0, Basic Gates by Area 0.249, Final Skew roughly 0.0031 ns, initial antenna violation count 0, number of max-cap violations 0, startpoint types primary input, H-tree depth 1, Clock Tree Buf Depth 2, maximum VDD drop 0.0527 mV, crit path max-delay cell type clkdlybuf4s50_1, cts repair resizes 0, via/cell ratio 5.52, worst-path fanout max 12, Top logic family simple AND/OR/NAND/NOR gates, Final Cycle Share 0.877, largest net degree at the start of global routing 48, AO/OA Area Share 0.215, CP cell instances clkdlybuf4s50_1, nor3b_4, buf_4, mux2i_1, and2b_4, a211oi_1, or3_4, nor2_2, nor3_4, ha_1, ha_1, inv_1, fa_1, ha_1, o21ai_0, o2bb2ai_1, xnor3_1, and4bb_2, o211ai_2, a211oi_1, clkdlybuf4s50_1, Synth Area in Adders 0.149, Setup violations, final 0, setup bufs post-CTS 0, RSZ-0062 raised after global routing false, gate count after technology mapping 1,081, outcome complete, no violations, Worst Hold Class reg2reg, dpl hpwl approximately 16 mm, Worst-path clk slew 0.06 ns, Synth warnings 15, Core ar. 0.0204 mm², gpl congestion 0.986, crit path kind in2out, final hold slack 0.481 ns, Core Rows 52, Cell variety after synth a little under 90, Bufs and invs on worst path 4, Late-Pin Clk Latency 0.26 ns, Fin. Hold Viols 0, asr flop ratio synth 1.00, # port buffers 57, Mapped Area approximately 0.0084 mm², Required @ worst endpoint 10.32 ns, endpoints left unconstrained 44, yosys cell count between 1,000 and 1,500, number of enable flip-flop cells 0, register pins left without a clock 44, all-layer global routing usage 0.200, vias in the first global route 7,061, sequential cell area approximately 0.0017 mm², Sum Neg Setup Slack 0 ns
## routing by layer
| layer | vias up | share of wire | global-route usage |
|---|---|---|---|
| met5 | - | 0 | 0 |
| met4 | 0 | 0.0030 | 0.00990 |
| met3 | 8 | 0.040 | 0.0229 |
| met2 | 144 | 0.44 | 0.311 |
| met1 | 3505 | 0.51 | 0.319 |
| li1 | 3854 | - | - |
## synth_stat cells (4+ instances only)
library cell,count,area (µm²)
o21ai_0,80,400
or3_1,11,68.8
o22ai_1,9,56.3
xnor2_1,38,333
o211ai_1,8,60.1
nor2b_1,27,169
and3_1,11,68.8
inv_1,72,270
a22oi_1,6,45.0
a21o_1,12,90.1
nand3_1,36,180
dfrtp_1,69,1730
a31oi_1,14,87.6
a22o_1,4,35.0
or2_2,6,37.5
a21oi_1,47,235
fa_1,8,160
nand2b_1,23,144
and2_1,15,93.8
nor2_1,112,420
o41ai_1,5,43.8
nor3_1,37,185
buf_1,8,30.0
clkbuf_1,38,143
a211oi_1,11,82.6
xor2_1,26,228
nand2_1,83,312
ha_1,85,1060
a21boi_0,10,75.1
nand4_1,12,75.1
mux2_2,9,101
o21a_1,12,90.1
mux2i_1,25,250
buf_4,7,52.6
nor3b_1,10,75.1
buf_2,5,25.0
o31ai_1,9,67.6
## where the power goes
group          leakage [µW]  total, µW  switching (µW)  internal [µW]
Clock             0.0000409       67.6            25.9           41.7
Sequential         0.000916       80.2           0.901           79.3
Combinational       0.00293       82.3            44.9           37.4
## worst register-to-register path: cells and delay by family (launching register included)
| family | cells | cell delay (ns) |
|---|---|---|
| xor gates and xnor gates | 1 | 0.17 |
| adders and majority gates | 1 | 0.25 |
| buffers and inverters | 1 | 0.22 |
| and+or+nand+nor | 3 | 0.26 |
| AOI/OAI and AO/OA | 3 | 0.42 |
| DFF | 1 | 0.40 |
## worst paths after layout
path / slack [ns] / from / endpoint / depth (start not counted)
max: 1.59 / SW1 / MIN_LSD[5] / 21
min: 0.48 / p1.count[23]$_DFF_PP0_ / p1.count[23]$_DFF_PP0_ / 1
max reg2reg: 11.04 / p1.count[0]$_DFF_PP0_ / p1.clkout$_DFFE_PP0N_ / 9
min reg2reg: 0.48 / p1.count[23]$_DFF_PP0_ / p1.count[23]$_DFF_PP0_ / 1
max in group asynchronous: 9.13 / SW0 / p1.count[11]$_DFF_PP0_ / 3
min in group asynchronous: 2.77 / SW0 / p1.count[2]$_DFF_PP0_ / 2
## cell usage in the layout (no fill, tap or decap), types with 10 or more instances in the layout
cell type / instances
nand2_1: 83
o21ai_0: 80
and2_1: 15
dfrtp_1: 69
a211oi_1: 11
nor3b_1: 10
nand2b_1: 23
a21boi_0: 10
nor2_1: 112
or3_1: 11
xor2_1: 26
nand4_1: 12
a21o_1: 12
ha_1: 85
a31oi_1: 14
and3_1: 11
clkdlybuf4s50_1: 57
xnor2_1: 38
mux2i_1: 25
o21a_1: 12
a21oi_1: 46
nor2b_1: 27
nor3_1: 37
inv_1: 71
nand3_1: 36
## final cells by class
type | instances | share of cell area
Timing Repair Buffer | 66 | 0.0698
Clock buffer | 3 | 0.00821
Clock inverter | 1 | 0.000547
Multi-Input combinational cell | 878 | 0.666
Sequential cell | 69 | 0.189
Tap cell | 270 | 0.0369
Inverter | 73 | 0.0300
## kinds of logic (layout without fill, tap and decap cells)
logic type                 Yosys count  in the layout
AOI/OAI and AO/OA                  272            272
xor gates and xnor gates            65             65
adders and majority gates           95             95
buffers and inverters              134            143
DFF                                 69             69
muxes                               35             35
and+or+nand+nor                    411            411
## sequential cells by signal, summed over array words and instances (netlist names)
signal / count
alarm1.alarmrun.Hourclock.Count: 8
alarm1.alarmrun.Minclock.clkout: 1
p1.count: 24
p1.clkout: 1
alarm1.F2by1.clkout: 1
alarm1.alarmrun.secclock.Count: 8
alarm1.alarmset.Hourclock.Count: 8
alarm1.alarmrun.secclock.clkout: 1
alarm1.alarmrun.Minclock.Count: 8
alarm1.alarmset.Minclock.clkout: 1
alarm1.alarmset.Minclock.Count: 8
## stage by stage
step                area, µm²  std cells  setup WS [ns]  power (µW)   util
floorplan                8370       1081           3.23         134      -
global placement         9070       1356           1.63         164  0.445
detailed placement       9070       1356           1.59         164  0.445
CTS                      9150       1360           1.58         233  0.449
global route             9150       1360           1.04         245  0.449
finish                   9150       1360           1.59         230  0.449
No activity file was given, so power comes from the tool's default toggle rates.
